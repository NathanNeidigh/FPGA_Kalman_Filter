[flow/run.sh]
#!/bin/bash
# OpenROAD 26Q1-2900-gdf79404cd8, Yosys 0.63+post, stock flow scripts
make -C /OpenROAD-flow-scripts/flow DESIGN_CONFIG=/design/flow/config.mk WORK_HOME=/design/flow/orfs finish
[flow/config.mk]
export PLATFORM = sky130hd
export DESIGN_NAME = top
export DESIGN_NICKNAME = top
export VERILOG_FILES = /design/flow/design.v
export SDC_FILE = /design/flow/constraint.sdc
export NUM_CORES = 4
export LEC_CHECK = 1
export CORE_UTILIZATION = 50
[flow/constraint.sdc]
current_design top

set clk_period 3.2
set clk_io_pct 0.2

create_clock -name clk0 -period $clk_period [get_ports {rp2350_sck}]
create_clock -name clk1 -period $clk_period [get_ports {rpi_sck}]

set non_clock_inputs [all_inputs -no_clocks]
set_input_delay [expr $clk_period * $clk_io_pct] -clock clk0 $non_clock_inputs
set_output_delay [expr $clk_period * $clk_io_pct] -clock clk0 [all_outputs]
[flow/design.v]
module kalman_filter (
    input  wire logic signed [15:0] z,         
    input  wire logic               z_valid,   
    output logic signed      [15:0] x,         
    output logic                    x_valid    
);
  localparam signed [15:0] K_FIXED = 16'sd13868;
  logic signed [15:0] x_reg = 0;
  logic signed [16:0] error;   
  logic signed [31:0] product;   
  logic signed [15:0] correction;
  always @(posedge z_valid) begin
    x_valid <= 1'b0;
    error = {z[15], z} - {x_reg[15], x_reg};
    product = error * K_FIXED;
    correction = product >>> 15;
    x_reg   <= x_reg + correction;
    x_valid <= 1'b1;
  end
  assign x = x_reg;
endmodule
module parallel_2_serial (
    input logic [15:0] filtered_data,   
    input logic filter_done,   
    input logic rpi_sck,   
    input logic rpi_cs,   
    output logic rpi_miso   
);
  logic [15:0] shift_reg;   
  logic [ 3:0] bit_count = 0;
  assign rpi_miso = shift_reg[15];
  always_ff @(negedge rpi_sck) begin
    if (bit_count == 0 && !rpi_cs) begin
        if (filter_done) begin
            shift_reg <= filtered_data;
        end else begin
            shift_reg <= 0;
        end
      bit_count <= bit_count + 1;
    end else if (!rpi_cs) begin
      shift_reg <= {shift_reg[14:0], shift_reg[15]};
      bit_count <= bit_count + 1;
    end
  end
  initial begin
    shift_reg = 16'd0;
  end
endmodule
module serial_2_parallel (
    input logic rp2350_sck,   
    input logic rp2350_cs,    
    input logic rp2350_miso,  
    output logic [15:0] data_out,   
    output logic        data_ready      
);
  logic [15:0] shift_reg = 0;   
  logic [ 4:0] bit_count = 0;   
  assign data_ready = (bit_count == 16);
  assign data_out   = {shift_reg[7:0], shift_reg[15:8]};
  always_ff @(posedge rp2350_sck) begin
    if (rp2350_cs || bit_count == 16) begin   
      bit_count <= 5'd0;   
      shift_reg <= 16'd0;   
    end else if (!rp2350_cs) begin   
      shift_reg <= {shift_reg[14:0], rp2350_miso};
      bit_count <= bit_count + 1'b1;
    end
  end
endmodule
module top (
    input logic rp2350_miso,   
    input logic rp2350_cs,     
    input logic rp2350_sck,    
    output logic rpi_miso,   
    input logic rpi_cs,
    input logic rpi_sck
);
  logic [15:0] z;
  logic        z_valid;
  serial_2_parallel u_serial_2_parallel (
      .rp2350_sck (rp2350_sck),    
      .rp2350_cs  (rp2350_cs),     
      .rp2350_miso(rp2350_miso),   
      .data_out   (z),             
      .data_ready (z_valid)        
  );
  logic [15:0] posterior;
  logic posterior_valid;
  kalman_filter kalman_filter (
      .z_valid(z_valid),
      .z(z),
      .x(posterior),
      .x_valid(posterior_valid)
  );
  parallel_2_serial u_parallel_2_serial (
      .filtered_data(posterior),         
      .filter_done  (posterior_valid),
      .rpi_sck      (rpi_sck),
      .rpi_cs       (rpi_cs),
      .rpi_miso     (rpi_miso)           
  );
endmodule
==> impl_metrics.toml <==
# yosys + openroad results
[yosys]
ys_seq_frac = 0.185
synth_area_per_cell_um2 = 9.33
ys_async_sr_fraction = 0
ys_sh_simple = 0.0857
synthFlopType = "dfxtp_1"
synth.distinct_cells = 51
syn_inst = 779
edf_count = 20
adder_share = 0.414
ys_sh_xor = 0.0887
ys.flops = 57
top_logic_kind = "adder cells"
synthesis.area_um2 = 7270
aoi_share = 0.0949
yosys_area_um2 = 7270
synthMuxAreaShare = 0.0291
yosys_cells = 779
yosys_warnings = 3

[min_path]
min_path_cells = 2
min_path_type = "flip-flop to flip-flop"
hp-start = "u_serial_2_parallel.shift_reg[8]"
whs_endpoint = "u_serial_2_parallel.shift_reg[9]"

[floorplan]
die_w_um = 123
core_um2 = 14000
fp-utilization = 0.518
rows = 43
die_area_um2 = 15000
dieHeight_um = 123
ioPinCount = 6

[worst_setup_path]
crit_path_max_incr_delay_ns = 0.37
reg2reg_depth = 7
cp_top_family = "flip-flops"
critical_path_class = "flip-flop to primary output"
critPathBufInv = 1
path_cells = "clkdlybuf4s15_1"
end_kind = "primary output"
r2r_slack_ns = 1.40
arrival_ns = 2.48
crit_fanout = 2
cpMaxStageDelayCell = "edfxtp_1"
rr_endpoint = "u_serial_2_parallel.shift_reg[5]"
r2r-start = "u_serial_2_parallel.bit_count[0]"
cp_data_required_time_ns = 2.56
start_kind = "flip-flop"

[clocking]
tritoncts = "done"
path_clk_slew_ns = 0.05
cts_setup_buffers = 0
postCtsResizedCells = 9
holdBufCountCts = 0

[place]
io_buffers = 4
placed_cell_area_um2 = 7580
dp.cells = 964
dp_hpwl_um = 11700
place_congestion = 0.891

[route]
wl_per_cell_um = 13.4
first_iter_violations = 131
vias = 4925
viasPerCell = 4.97
wirelength_um = 13200
drtAntennaViolNets = 0
num_antenna_cells = 0
drt_pass1_iterations = 4
drc = 0

[timing]
holdWs_ns = 0.447
hold_violations = 0
unclocked_pins = 16
worstMarginPinSlew_ns = 0.714
report.final.slew_viol_count = 0
rsz0062_at_grt = "no"
max_slew_margin = 0.522
tns_ns = 0
finalSetupViolCount = 0
fin_skew_ns = 0.0159
untimed_endpoints = 16

[power]
p_leak_nw = 4.14
irDropWorstVdd_mv = 0.852
power_density_nw_per_um2 = 609

[grt]
antenna_found_initial = 0
grt_first_pass_wirelength_um = 23500
gr-total-overflow = 0
grt_pass1_vias = 5141
grt_max_degree = 19
gr-usage-all-layers = 0.207

[job]
tool_warnings = 55
max_cap_violations = 0

[cells_and_area]
utilization = 0.557
fin_cells = 991
drive_above_1_share = 0.0456
fin_area_um2 = 7820
area_growth_pct = 7.58

[run_status]
outcome = "completed"
kinds of logic (layout without fill, tap and decap cells):
group,after synthesis,in the layout
fa+ha+maj,203,203
buf+inv,200,232
simple gates,124,124
compound gates,104,104
xor+xnor,72,72
flops,57,57
mux,19,19
where the power goes:
part	leakage (nW)	internal (mW)	switching, mW
logic	3.46	1.59	1.89
clock network	0.182	0.370	0.246
registers	0.501	0.651	0.0141
layout by cell type (no fill, tap or decap), drive strengths merged, types with 2 or more instances in the layout:
master,n
mux2i,2
inv,215
a41oi,2
buf,6
nor2b,9
o31a,2
o21a,7
fa,62
nand4,3
a21o,17
or3,3
o21bai,6
o21ai,21
clkdlybuf4s50,2
and2,18
and3,3
xnor2,48
a211oi,3
a31oi,4
a221o,2
dfxtp,37
nor3,12
o211ai,2
ha,141
a21oi,28
xor2,23
nand2,18
nand3,10
and4,3
nor2,37
clkbuf,7
nand2b,5
edfxtp,20
mux2,17
metal layers:
metal  GRT usage  vias up  share of wire
li1            -     2585              -
met1       0.337     2293           0.52
met2       0.315       39           0.45
met3      0.0327        8          0.027
met4      0.0191        0         0.0046
met5           0        -              0
Yosys cell counts, types with 3 or more instances:
cell	instances	area (um2)
nor3_1	12	60.1
fa_1	62	1240
ha_1	141	1760
and2_1	18	113
nand4_1	3	18.8
or3_1	3	18.8
mux2_2	17	191
xor2_1	23	201
o21ai_0	21	105
inv_1	196	736
dfxtp_1	37	741
nand3_1	10	50.1
a31oi_1	4	25.0
a21oi_1	27	135
and4_1	3	26.3
nand2_1	18	67.6
a21o_1	17	128
xnor2_1	48	420
nor2_1	37	139
nor2b_1	9	56.3
edfxtp_1	20	601
o21a_1	7	52.6
clkbuf_1	3	11.3
o21bai_1	6	45.0
nand2b_1	5	31.3
final cells by class:
cell class	count	area, um2
fill	1221	6220
multi-input combinational	522	5190
sequential	57	1340
inverter	195	732
tap	180	225
clock buffer	7	154
timing repair buffer	9	92.6
clock inverter	21	80.1
worst max path at each step:
stage	from	end	cells after the start
5_1_grt	rpi_cs	u_parallel_2_serial.shift_reg[13]	4
4_1_cts	u_parallel_2_serial.shift_reg[15]	rpi_miso	1
6_report	u_parallel_2_serial.shift_reg[15]	rpi_miso	1
per-stage QoR:
stage                     total power, mW  setup WS (ns)
after global placement               4.15         -0.543
final                                4.76         0.0761
after detailed placement             4.21         -0.578
after floorplan                      3.54         -0.255
after CTS                            4.83         0.0604
after global routing                 5.37        0.00530
No activity file was given, so power comes from the tool's default toggle rates.
